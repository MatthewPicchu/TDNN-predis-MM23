==> /design/flow/design.v <==
module DELAY#(
    parameter SIG_SIZE = 16,
    parameter WEIGHT_SIZE = 16,
    parameter ADDITION_SIZE = 32,
    parameter NUM_INPUTS = 3
  )(
    input signed [SIG_SIZE-1:0]INPUT,
    input CLK_N,
    output reg signed [SIG_SIZE-1:0]DELAY_OUTPUT
  );
  reg signed [SIG_SIZE-1:0]TEMP_HOLD;
  always @(negedge CLK_N)
  begin
    DELAY_OUTPUT <= TEMP_HOLD;
    TEMP_HOLD <= INPUT;
  end
  initial
  begin
    DELAY_OUTPUT = 0;
    TEMP_HOLD = 0;
  end
endmodule
==> /design/flow/run.sh <==
#!/bin/bash
# OpenROAD 26Q1-2900-gdf79404cd8, Yosys 0.63+post, stock flow scripts
make -C /OpenROAD-flow-scripts/flow DESIGN_CONFIG=/design/flow/config.mk WORK_HOME=/design/flow/orfs finish
==> /design/flow/config.mk <==
export PLATFORM = sky130hd
export DESIGN_NAME = DELAY
export DESIGN_NICKNAME = DELAY
export VERILOG_FILES = /design/flow/design.v
export SDC_FILE = /design/flow/constraint.sdc
export NUM_CORES = 4
export LEC_CHECK = 1
export CORE_AREA = 10 10 86 86
export DIE_AREA = 0 0 96 96
==> /design/flow/constraint.sdc <==
current_design DELAY

set clk_period 1.0
set clk_io_pct 0.2

create_clock -name clk0 -period $clk_period [get_ports {CLK_N}]

set non_clock_inputs [all_inputs -no_clocks]
set_input_delay [expr $clk_period * $clk_io_pct] -clock clk0 $non_clock_inputs
set_output_delay [expr $clk_period * $clk_io_pct] -clock clk0 [all_outputs]
==> flow_summary.yaml <==
# synthesis and place-and-route metrics
min_path:
  holdCritPathClass: "flip-flop to flip-flop"
clock_network:
  clock_insertion_delay_worst_skew_ps: 340
  clock_tree.root_cell: "sky130_fd_sc_hd__clkbuf_8"
  cts_tree: "built"
  clk_pin_slew_worst_paths_ps: 40
  cts_max_level: 2
  quantity_of_hold_fixing_buffers_added_after_cts: 0
  clock_tree.buffer_depth: 2
  cts_inserted_buffers: 5
  cts_num_sinks: 32
power_and_ir_drop:
  p_leak_uw: 0.000602
  power.density_cell_area_nw_per_um2: 2390
  irDropWorstVdd_mv: 0.983
setup_path:
  reg2reg_setup_slack_ps: 600
  critical_path_cell_count: 1
  critical_path.cell_chain: "buf_2"
  worst-path-buf-inv: 1
  required_ps: 800
  critical_path_arrival_ps: 1230
  crit_path_max_incr_delay_ps: 290
  worst_setup_path_endpoint: "DELAY_OUTPUT[11]"
  reg2reg_depth: 0
  cpLargestDelayFamily: "flip-flops"
  r2r-end: "DELAY_OUTPUT[2]"
  setup.worst_path.start: "DELAY_OUTPUT[11]"
  worst_path_max_delay_cell: "sky130_fd_sc_hd__dfxtp_1"
  worst_setup_path_start_kind: "flip-flop"
  endpoint_kind: "output pin"
  worst_r2r_startpoint: "TEMP_HOLD[2]"
  worstPathMaxFanout: 1
  crit_type: "flip-flop to output pin"
place:
  dpl_cell_area_um2: 1050
  gp_congestion: 0.646
  port_buffers: 32
  placed_cells: 137
final_timing:
  grt_setup_unrepaired: "yes"
  timing.final.ws_setup_ps: -430
  clock-skew-final_ps: 9.52
  setup_tns_ps: -6720
  timing.slew.headroom_pct: 95.6
  finalSetupViolCount: 16
  finalMaxSlewViolations: 0
  tightestPinTransition_ps: 65.8
  finalHoldViolations: 0
die:
  floorplan.core_area_um2: 5540
  die-area_um2: 9220
  rows: 27
  io_pins: 33
  fp.dieW_um: 96
  floorplan.initialDensity_pct: 11.6
  die_height_um: 96
job:
  warnings: 59
  timing.max_cap.violations: 0
synth:
  synth_flop_count: 32
  yosys.cell_types.count: 2
  chip_area_estimate_from_yosys_synthesis_um2: 644
  syn_inst: 33
  yosys.stat.seqShare_pct: 99.4
  synth-cells-yosys: 33
  synth_warnings: 1
  syn-mean-instance-area_um2: 19.5
  synth.cell_area_um2: 644
routing:
  postRouteAntennaNets: 0
  vias_per_cell: 2.50
  dr.first_iter.drc_count: 7
  detail_route.antenna_diodes: 0
  drtPass1Iterations: 3
  post_drt_wl_per_cell_um: 7.73
  detail_route.drc_violations: 0
  postRouteWirelength_um: 1350
  vias: 437
grt:
  number_of_global_route_vias_before_repair: 497
  grt_max_degree: 10
  grt_antenna_before_repair: 0
  grt_first_pass_wirelength_um: 2130
  grt_overflow_total: 0
  gr-usage-all-layers_pct: 3.02
outcome:
  failing_checks: "negative setup slack"
  status: "complete, but fails checks"
cells_and_area:
  fillCellCount: 599
  logic_area_um2: 0
  utilization_pct: 21.1
  layout-area-overhead-vs-synth_pct: 81.6
  multiInputCombCellCount: 0
  fin_area_um2: 1170
  fraction_of_layout_cells_with_a_size_suffix_above_1_pct: 22.3
  fin_cells: 175
## placed cells by master (no fill, tap or decap)
cell type | netlist | final
sky130_fd_sc_hd__clkinvlp_2 | 0 | 2
sky130_fd_sc_hd__dfxtp_1 | 32 | 32
sky130_fd_sc_hd__inv_1 | 1 | 32
sky130_fd_sc_hd__clkbuf_8 | 0 | 5
sky130_fd_sc_hd__buf_2 | 0 | 16
sky130_fd_sc_hd__clkdlybuf4s50_1 | 0 | 16
## worst min path at each step
| stage | from | slack, ps | end | depth (start not counted) |
|---|---|---|---|---|
| CTS | TEMP_HOLD[3] | 310 | DELAY_OUTPUT[3] | 0 |
| global route | TEMP_HOLD[3] | 310 | DELAY_OUTPUT[3] | 0 |
| finish | TEMP_HOLD[3] | 310 | DELAY_OUTPUT[3] | 0 |
## kinds of logic (layout without fill, tap and decap cells)
family                 count (synthesis)  count (layout)  share of synthesized area, %
buffers and inverters                  1              71                         0.582
flip-flops                            32              32                          99.4
## layout make-up
type	instances	area (um2)	area share [%]
sequential	32	641	54.8
timing repair buffer	32	240	20.5
clock inverter	34	130	11.1
tap	72	90.1	7.70
clock buffer	5	68.8	5.88
## power by group
part           internal [uW]  switching [uW]
logic                   74.3            13.5
clock network            631             705
registers               1360            13.1
## stage by stage
| stage | setup slack, ps | hold slack [ps] | total power [uW] |
|---|---|---|---|
| CTS | -449 | 312 | 2890 |
| floorplan | 38.5 | 310 | 1580 |
| finish | -430 | 311 | 2790 |
| detailed placement | -477 | 312 | 1710 |
| global placement | -475 | 311 | 1710 |
| global route | -474 | 308 | 3030 |
## metal layers
| layer | part of all wire [%] | vias to the layer above | global-route usage, % |
|---|---|---|---|
| li1 | - | 238 | - |
| met1 | 31 | 178 | 2.21 |
| met2 | 57 | 18 | 4.54 |
| met3 | 10 | 3 | 3.22 |
| met4 | 1.5 | 0 | 2.09 |
| met5 | 0 | - | 0 |
## sequential cells by signal, summed over array words and instances (netlist names)
register,count
DELAY_OUTPUT,16
TEMP_HOLD,16
## cells in the mapped netlist
master	n	area share (%)
sky130_fd_sc_hd__dfxtp_1	32	99
sky130_fd_sc_hd__inv_1	1	0.58
## repair_timing
item | CTS | global route
setup endpoints to repair | 16 | 16
setup buffers | 0 | 0
resized | 50 | 0
hold endpoints to repair | 0 | 0
gates cloned | 0 | 0
Power figures rest on the tool's default switching activity, not on a simulated workload.
